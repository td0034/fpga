## ./config.mk

```make
export PLATFORM = sky130hd
export DESIGN_NAME = top
export DESIGN_NICKNAME = top
export VERILOG_FILES = /design/flow/design.v
export SDC_FILE = /design/flow/constraint.sdc
export NUM_CORES = 4
export LEC_CHECK = 1
export CORE_AREA = 10 10 114 114
export DIE_AREA = 0 0 124 124
```

## ./constraint.sdc

```tcl
current_design top

set clk_period 6.5
set clk_io_pct 0.2

create_clock -name clk0 -period $clk_period [get_ports {clk}]

set non_clock_inputs [all_inputs -no_clocks]
set_input_delay [expr $clk_period * $clk_io_pct] -clock clk0 $non_clock_inputs
set_output_delay [expr $clk_period * $clk_io_pct] -clock clk0 [all_outputs]
```

## ./design.v

```verilog
module top (
    input  clk,        
    output speaker,    
    output led_g       
);
    localparam DIVIDER = 13636;
    reg [16:0] counter = 0;
    reg spk = 0;
    always @(posedge clk) begin
        if (counter == 0) begin
            counter <= DIVIDER - 1;    
            spk <= ~spk;              
        end else begin
            counter <= counter - 1;    
        end
    end
    assign speaker = spk;
    reg [23:0] led_cnt = 0;
    always @(posedge clk)
        led_cnt <= led_cnt + 1;
    assign led_g = ~led_cnt[23];
endmodule
```

## ./run.sh

```bash
#!/bin/bash
# OpenROAD 26Q1-2900-gdf79404cd8, Yosys 0.63+post, stock flow scripts
make -C /OpenROAD-flow-scripts/flow DESIGN_CONFIG=/design/flow/config.mk WORK_HOME=/design/flow/orfs finish
```

==> impl_metrics.tcl <==
# implementation run metrics
set metrics [dict create \
    synthXorXnorAreaFrac_pct 16.8 \
    p_per_area_nw_per_um2 227 \
    worstSetupStartpoint "led_cnt[23]$_DFF_P_" \
    cts_resized 0 \
    cts_tree "built" \
    dp_cells 295 \
    seq_area_frac_synth_pct 52.8 \
    drt_pass1_iterations 4 \
    hold_path.startpoint "led_cnt[0]$_DFF_P_" \
    netlist_logic_family_top "simple AND/OR/NAND/NOR gates" \
    aoi_share_pct 3.11 \
    cpPeakStageDelay_ps 450 \
    drt_wl_total_um 2230 \
    fp_util_pct 15.5 \
    ys_cells 158 \
    yosysChipArea_sq_um 1610 \
    numClockSinks 42 \
    worst_pin_slew_ps 913 \
    critPathKind "flop to primary output" \
    ys_sh_mux_pct 0 \
    seq_power_share_pct 60.1 \
    drcViolationCount 0 \
    switching_share_pct 20.0 \
    postLayoutCellArea_sq_um 1890 \
    cp-start-kind "flop" \
    die_w_um 124 \
    routed_via_density 3.36 \
    cp-end-kind "primary output" \
    layout-drive-gt1-share_pct 7.19 \
    gp_congestion 0.770 \
    cts_setup_buffers 0 \
    cts_max_path_buffers 2 \
    die_y_um 124 \
    p_clk_share_pct 39.9 \
    slew_headroom_pct 38.5 \
    antenna_found_initial 0 \
    layout.cells.non_filler 303 \
    ctsHoldBuffers 0 \
    cp.required_ps 5200 \
    drt.antenna.violating_nets 0 \
    warnings 25 \
    r2r-start "counter[12]$_SDFF_PN1_" \
    synth_warnings 1 \
    path_cells "inv_1, clkdlybuf4s50_1" \
    crit_slowest_cell "clkdlybuf4s50_1" \
    vias 1019 \
    root_buffer "clkbuf_8" \
    grtUsageTotal_pct 3.07 \
    drt-wirelength-per-cell_um 7.34 \
    top_area_cell "dfxtp_1" \
    place_hpwl_um 1580 \
    fin_util_pct 18.1 \
    rsz0062_at_grt "false" \
    slew_violations 0 \
    outcome "completed" \
    netSwitchingPower_mw 0.0858 \
    crit_fanout 2 \
    power_mw 0.429 \
    syn2layout_area_growth_pct 17.0 \
    row_count 37 \
    fin_crit_ps 2410 \
    avgSynthCellArea_sq_um 10.2 \
    grt_pass1_wl_um 4080 \
    yosysTopAreaCellShare_pct 50.9 \
    combPwrFrac_pct 0 \
    grt_pass1_vias 957 \
    numCtsBuffers 5 \
    synthCells 158 \
    grt_max_degree 14 \
    dpl-instance-area_sq_um 1790 \
    netlist_area_sq_um 1610 \
    ir_drop_mv 0.108 \
    arrival_ps 1110 \
    max_freq_ghz 0.414 \
    ys_ff 42 \
    fin_setup_tns_ps 0 \
    hp-class "flop to flop" \
    yosys.area_share.simple_pct 23.6 \
    synthTopCellsByArea "dfxtp_1, xnor2_1, xor2_1" \
    coreArea_sq_um 10400 \
    n_antenna_cell 0 \
    p_int_mw 0.343 \
    port_buffers 2 \
    num_io_pins 3 \
    drt_iter0_markers 51 \
    clk_latency_ps 290 \
    fa_ha_area_share_pct 1.55 \
    drv_cap 0 \
    finalSetupViolCount 0 \
    fin_skew_ps 5.54 \
    cts.clk_slew.worst_paths_ps 80 \
    yosysUniqueCellTypes 32 \
    hold_viol 0 \
    finalClockPeriodUsage_pct 37.1 \
    die_area_sq_um 15400 \
    h-tree-depth 2 \
    p_leak_nw 0.622 \
    overflow 0 \
]
[path summary, 6_finish.rpt]
check,end,slack (ps),cells past startpoint
setup / recovery,led_g,4090,2
hold / removal,led_cnt[0]$_DFF_P_,410,1
setup reg to reg,spk$_DFFE_PN_,4350,3
hold reg to reg,led_cnt[0]$_DFF_P_,410,1
[cell families after synthesis]
group	count (synthesis)
xor gates and xnor gates	31
and+or+nand+nor	69
AOI/OAI and AO/OA	7
DFF	42
adders and majority gates	2
buffers and inverters	7
[cells in the mapped netlist]
library cell and instances:
a21oi_1 2, and2_1 1, and3_1 2, and4_1 1, buf_6 1, dfxtp_1 41
edfxtp_1 1, ha_1 2, inv_1 6, nand2_1 12, nand2b_1 4, nand3_1 12
nand3b_1 1, nand4_1 5, nand4b_1 1, nor2_1 16, nor2b_1 1, nor3_1 4
nor4_1 2, nor4_2 1, nor4_4 1, o21a_1 1, o21ai_0 1, o31ai_1 1
o41a_1 1, o41ai_1 1, or3_1 2, or3_4 1, or4_1 1, or4_4 1
xnor2_1 21, xor2_1 10
[through the flow]
stage / worst slack (ps) / hold WS, ps
floorplan: 4610 / 370
global placement: 4390 / 381
detailed placement: 4360 / 389
CTS: 4070 / 408
global route: 4020 / 437
finish: 4090 / 408
[metal layers]
layer	wire [um]	GRT usage, %	vias to the layer above
met1	1220	4.31	452
met2	849	4.64	10
li1	-	-	552
met5	0	0	-
met4	52	0.576	0
met3	103	0.918	5
[sequential cells by signal, indices dropped and copies added, names as in the netlist]
| signal | flops |
|---|---|
| counter | 17 |
| led_cnt | 24 |
| spk | 1 |
[power by group through the flow]
stage	Clock, mW	Sequential (mW)	Combinational (mW)
5_1_grt	0.189	0.258	0.000000233
4_1_cts	0.177	0.258	0.000000233
6_report	0.171	0.258	0.000000233
[critical path: cells and delay by family (launching register included)]
family	cells	cell delay [ps]
buffers and inverters	2	500
flip-flops	1	320
[cell usage in the layout (no fill, tap or decap), drive strengths merged]
cell type / synthesis / final
dfxtp: 41 / 41
xnor2: 21 / 21
nor2: 16 / 16
nand3: 12 / 12
nand2: 12 / 12
xor2: 10 / 10
inv: 6 / 6
clkbuf: 0 / 6
nand4: 5 / 5
nor3: 4 / 4
nand2b: 4 / 4
nor4: 4 / 4
or3: 3 / 3
and3: 2 / 2
a21oi: 2 / 2
ha: 2 / 2
clkdlybuf4s50: 0 / 2
or4: 2 / 2
and2: 1 / 1
and4: 1 / 1
o41ai: 1 / 1
o31ai: 1 / 1
nor2b: 1 / 1
o21ai: 1 / 1
o41a: 1 / 1
nand4b: 1 / 1
nand3b: 1 / 1
o21a: 1 / 1
clkinvlp: 0 / 1
clkinv: 0 / 1
edfxtp: 1 / 1
[final cells by class]
cell class / count / area (sq um)
clock buffers: 6 / 82.6
clock inverters: 2 / 12.5
fillers: 1123 / 8530
inverters: 6 / 22.5
multi-input cells: 109 / 727
flip-flops and latches: 42 / 851
well taps: 136 / 170
repair buffers: 2 / 20.0
